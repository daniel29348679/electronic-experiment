[/design/flow/run.sh]
#!/bin/bash
# OpenROAD 26Q1-2900-gdf79404cd8, Yosys 0.63+post, stock flow scripts
make -C /OpenROAD-flow-scripts/flow DESIGN_CONFIG=/design/flow/config.mk WORK_HOME=/design/flow/orfs finish
[/design/flow/config.mk]
export PLATFORM = sky130hd
export DESIGN_NAME = Counter
export DESIGN_NICKNAME = Counter
export VERILOG_FILES = /design/flow/design.v
export SDC_FILE = /design/flow/constraint.sdc
export NUM_CORES = 4
export LEC_CHECK = 1
export CORE_AREA = 10 10 70 70
export DIE_AREA = 0 0 80 80
[/design/flow/constraint.sdc]
current_design Counter

set clk_period 1.2
set clk_io_pct 0.2

create_clock -name clk0 -period $clk_period [get_ports {clk}]

set non_clock_inputs [all_inputs -no_clocks]
set_input_delay [expr $clk_period * $clk_io_pct] -clock clk0 $non_clock_inputs
set_output_delay [expr $clk_period * $clk_io_pct] -clock clk0 [all_outputs]
[/design/flow/design.v]
module Counter (
    clk,
    rst,
    dout
);
    input clk, rst;
    output reg [3:0] dout;
    always @(posedge clk) begin
        dout <= (dout + 1) & {4{!rst}};
    end
endmodule
==> impl_metrics.py <==
# Metrics from the implementation run
metrics = {
    "routing": {
        "first_pass_iters": 2,
        "drtIter0Drc": 9,
        "ant_nets": 0,
        "wire_per_inst_um": 5.56,
        "drc": 0,
        "viasPerCell": 1.85,
        "via_count": 131,
        "wirelength_um": 395,
    },
    "cts": {
        "cts_buffer_depth": 2,
        "clkSinkCount": 4,
        "clk_latency_ps": 230,
        "post_cts_buffers": 0,
        "cts_made_buffers": 3,
        "root_buffer": "clkbuf_4",
        "cts_resized": 7,
        "ctsHoldBuffers": 0,
        "htree_num_levels": 1,
        "path_clk_slew_ps": 40,
        "cts_tree": "built",
    },
    "placement": {
        "dp_hpwl_um": 299,
        "portBuffers": 5,
        "dp_cells": 67,
        "gp_congestion": 0.652,
        "dp_slack_ps": 16.6,
    },
    "timing": {
        "setup_violations": 0,
        "period_used_pct": 86.3,
        "tightest_slew_ps": 113,
        "worst_slack_ps": 164,
        "fin_skew_ps": 1.31,
        "hold_viol_final": 0,
        "max_slew_margin_pct": 92.4,
        "finalMaxSlewViolations": 0,
        "layout_min_cycle_time_ps": 1040,
        "rsz0062_at_grt": "no",
        "fmax_mhz": 966,
        "tns_ps": 0,
    },
    "final_layout": {
        "largest_reg_flops": 4,
        "reg_top3": "dout: 4 flops",
        "largest-register": "dout",
        "drive_gt1_share_pct": 45.8,
        "instances_no_fill": 71,
        "fillers": 401,
        "syn2layout_area_growth_pct": 103,
    },
    "grt": {
        "antenna_found_initial": 1,
        "overflow": 0,
        "grt_max_degree": 4,
        "grt_pass1_vias": 138,
        "grt_use_total_pct": 1.53,
        "grt_pass1_wl_um": 683,
    },
    "synthesis": {
        "synth_cells": 13,
        "synth_area_um2": 150,
        "ys_cells": 13,
        "synth_area_per_cell_um2": 11.5,
        "top_area_share_pct": 53.3,
        "ys_types": 7,
        "ys_ff": 4,
        "synthFlopType": "dfxtp_1",
        "ys_seq_share_pct": 53.3,
        "yosys-top-cells-count": "4 x dfxtp_1, 3 x nor2_1, 2 x nor2b_1",
        "async_reset_ff_share_pct": 0,
        "synth_top_cell_by_area": "dfxtp_1",
        "top_cell": "dfxtp_1",
        "area_leaders": "dfxtp_1 53%, mux2_4 10%, ha_1 8.3%, nor2b_1 8.3%, nor2_1 7.5%",
        "ys_area_um2": 150,
        "ys_warn_count": 1,
        "edf_count": 0,
    },
    "setup_path": {
        "path_cells": "dlygate4sd2_1",
        "critical_path.top_delay_family": "flip-flops",
        "slowest_delay_ps": 330,
        "arrival_ps": 800,
        "crit_path_start_kind": "flip-flop",
        "required_ps": 960,
        "crit_path_max_fanout": 3,
        "crit_path_top_delay_cell": "dfxtp_2",
        "cp-end-kind": "output pin",
        "critPathKind": "reg -> out",
        "critPathBufInv": 1,
    },
    "pwr": {
        "power.total_mw": 0.357,
        "p_leak_nw": 0.126,
        "powerDensity_nw_per_um2": 1170,
        "vdd_drop_max_mv": 0.184,
    },
    "floorplan": {
        "dieArea_um2": 6400,
        "rows": 21,
        "core_um2": 3420,
        "initial_core_util_pct": 4.40,
        "die_h_um": 80,
        "die_width_um": 80,
        "io_pins": 6,
    },
    "outcome": {
        "outcome": "complete, no violations",
    },
    "worst_hold_path": {
        "hold_path.class": "reg -> reg",
    },
    "job": {
        "warnings": 25,
        "cap_violations": 0,
    },
}
-- cells by family (layout without fill, tap and decap cells) --
logic type | count (synthesis) | in the layout | synth area share [%]
XOR/XNOR | 1 | 1 | 5.83
multiplexers | 1 | 1 | 10.0
flip-flops | 4 | 4 | 53.3
adder cells (fa/ha/maj) | 1 | 1 | 8.33
AND/OR/NAND/NOR | 6 | 6 | 22.5
other | 0 | 1 | 0
buffers and inverters | 0 | 11 | 0
-- layer usage --
layer	GRT usage [%]	wire length (um)	vias up
met4	0.176	0	0
li1	-	-	67
met1	1.53	179	54
met5	0	0	-
met3	2.84	126	0
met2	1.36	89	10
-- report_power, final --
group | switching [mW] | internal (mW)
clock | 0.0559 | 0.112
sequential | 0.00595 | 0.144
combinational | 0.0132 | 0.0261
total | 0.0751 | 0.282
-- layout by cell type, fill, tap and decap left out --
cell             n
buf_4            3
clkbuf_4         3
clkdlybuf4s50_1  1
dfxtp_1          1
dfxtp_2          3
diode_2          1
dlygate4sd2_1    4
ha_1             1
mux2_4           1
nand3_2          1
nor2_1           3
nor2b_1          2
xnor2_1          1
-- area by class of cell --
type                    count  area (um^2)  area share, %
flip-flops and latches      4         83.8           27.6
multi-input cells           9         70.1           23.0
repair buffers              8         67.6           22.2
well taps                  46         57.6           18.9
clock buffers               3         22.5           7.41
diodes                      1         2.50          0.823
-- worst paths after layout --
kind	depth (start not counted)	startpoint	endpoint	slack, ps
worst max-delay path	1	dout[1]$_DFF_P_	dout[1]	160
worst min-delay path	2	dout[0]$_DFF_P_	dout[0]$_DFF_P_	520
worst max register to register	3	dout[0]$_DFF_P_	dout[1]$_DFF_P_	260
worst min register to register	2	dout[0]$_DFF_P_	dout[0]$_DFF_P_	520
-- through the flow --
step | cell area [um^2] | util (%) | hold slack, ps
finish | 304 | 8.90 | 522
floorplan | 150 | - | 312
detailed placement | 280 | 8.21 | 521
global route | 304 | 8.90 | 563
CTS | 302 | 8.83 | 531
global placement | 280 | 8.21 | 514
-- worst register-to-register path: stages, from the launching register on --
cell and delay (ps):
dfxtp_1 300, buf_4 140, ha_1 270, nor2b_1 120
Power and IR drop assume default switching activity.
