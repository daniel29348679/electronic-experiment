`design/flow/design.v`:
```
module FA(a, b, cin, cout, sum);
	input a, b, cin;
	output cout, sum;
	assign {cout, sum} = a + b + cin;
endmodule
module RCA (
    a,
    b,
    cout,
    sum
);
    input [3:0] a, b;
    output [3:0] sum;
    output cout;
    wire [4:0] c;
    genvar i;
    generate
        for (i = 0; i < 4; i = i + 1) begin
            FA fa (
                a[i],
                b[i],
                c[i],
                c[i+1],
                sum[i]
            );
        end
    endgenerate
    assign cout = c[4];
    assign c[0] = 0;
endmodule
```
`design/flow/run.sh`:
```
#!/bin/bash
# OpenROAD 26Q1-2900-gdf79404cd8, Yosys 0.63+post, stock flow scripts
make -C /OpenROAD-flow-scripts/flow DESIGN_CONFIG=/design/flow/config.mk WORK_HOME=/design/flow/orfs finish
```
`design/flow/config.mk`:
```
export PLATFORM = sky130hd
export DESIGN_NAME = RCA
export DESIGN_NICKNAME = RCA
export VERILOG_FILES = /design/flow/design.v
export SDC_FILE = /design/flow/constraint.sdc
export NUM_CORES = 4
export LEC_CHECK = 1
export CORE_AREA = 10 10 70 70
export DIE_AREA = 0 0 80 80
```
`design/flow/constraint.sdc`:
```
current_design RCA

set clk_period 4.3
set clk_io_pct 0.2

create_clock -name clk0 -period $clk_period

set non_clock_inputs [all_inputs -no_clocks]
set_input_delay [expr $clk_period * $clk_io_pct] -clock clk0 $non_clock_inputs
set_output_delay [expr $clk_period * $clk_io_pct] -clock clk0 [all_outputs]
```
==> impl_summary.log <==
[report] implementation figures
INFO  metric outcome = finished clean
INFO  metric grt-ovfl-total = 0
INFO  metric gp_congestion = 0.7848
INFO  metric fp_util = 0.04103
INFO  metric power_leakage = 0.1317 nW
INFO  metric rsz0062_at_grt = false
INFO  metric tightestPinTransition = 0.09114 ns
INFO  metric fp.coreArea = 3416 sq um
INFO  metric ys_area = 140.1 sq um
INFO  metric critical_path.endpoint_type = output pin
INFO  metric grt_max_degree = 2
INFO  metric row_cnt = 21
INFO  metric floorplan.die.height = 80 microns
INFO  metric synth.yosys.num_cells = 18
INFO  metric worst-path-max-fanout = 1
INFO  metric share_of_layout_cells_above_drive_strength_1 = 0
INFO  metric maxCapViolCount = 0
INFO  metric syn_area_per_cell = 7.785 sq um
INFO  metric detailroute.via_count = 112
INFO  metric peak_ir_drop_on_the_vdd_network = 0.009318 mV
INFO  metric data_required_time_of_the_critical_path = 3.44 ns
INFO  metric grt_pass1_vias = 137
INFO  metric cpPeakStageDelay = 0.46 ns
INFO  metric powerDensity = 94.05 nW/um^2
INFO  metric grt_first_pass_wirelength = 703 microns
INFO  metric timing.final.hold_violations = 0
INFO  metric synth.top_cells.by_area = sky130_fd_sc_hd__fa_1 (43%), sky130_fd_sc_hd__inv_1 (27%), sky130_fd_sc_hd__buf_4 (21%)
INFO  metric antenna_found_initial = 0
INFO  metric max_freq = 252.5 MHz
INFO  metric multiInputGateArea = 72.57 sq um
INFO  metric seqCellArea = 0 sq um
INFO  metric yosys.area.top_type = sky130_fd_sc_hd__fa_1
INFO  metric count_of_antenna_violating_nets_left_after_detailed_routing = 0
INFO  metric report.final.slew_viol_count = 0
INFO  metric final_cells = 73
INFO  metric dr.first_iter.drc_count = 1
INFO  metric cp_common_cell = sky130_fd_sc_hd__inv_1
INFO  metric io_buffers = 13
INFO  metric cts_resized = 0
INFO  metric final.fill_count = 405
INFO  metric post_cts_buffers = 0
INFO  metric drt_first_pass_iters = 2
INFO  metric timing.critical_path.from_type = primary input
INFO  metric diodes = 0
INFO  metric yosys-top-cells-count = sky130_fd_sc_hd__inv_1 (10), sky130_fd_sc_hd__buf_4 (4), sky130_fd_sc_hd__fa_1 (3)
INFO  metric postPlaceCellArea = 297.8 sq um
INFO  metric horiz_die_dim = 80 microns
INFO  metric detailed_place_hpwl = 377.1 microns
INFO  metric route.final.wire_length = 391 microns
INFO  metric finalSetupViolCount = 0
INFO  metric cts-hold-fix-buffers = 0
INFO  metric clk_buf_instances = 0
INFO  metric final_period_minus_worst_setup_slack = 3.961 ns
INFO  metric post-route-cell-area = 297.8 sq um
INFO  metric sequential_cell_area_fraction_in_the_yosys_report = 0
INFO  metric openroad.warnings = 32
INFO  metric seq_cell_count = 0
INFO  metric synthCells = 18
INFO  metric synth.top_cell.area_share = 0.4286
INFO  metric count_of_buffer_and_inverter_cells_on_the_critical_path = 6
INFO  metric slew-limit-headroom = 0.9390
INFO  metric crit_path_top_delay_cell = sky130_fd_sc_hd__clkdlybuf4s50_1
INFO  metric timing_worst_setup_path_type = primary input to output pin
INFO  metric wire_per_inst = 5.356 microns
INFO  metric timing.setup.tns = 0 ns
INFO  metric design.die.area = 6400 sq um
INFO  metric post_synth_instance_area = 140.1 sq um
INFO  metric synthMostInstantiatedCell = sky130_fd_sc_hd__inv_1
INFO  metric top_level_i_o_count = 13
INFO  metric timing.critical_path.cells = clkdlybuf4s50_1, ha_1, inv_1, fa_1, inv_1, fa_1, inv_1, fa_1, inv_1, clkdlybuf4s50_1
INFO  metric post-route-drc-count = 0
INFO  metric area_growth_syn_to_layout = 112.5%
INFO  metric min_path_type = primary input to output pin
INFO  metric vias_per_cell = 1.534
INFO  metric critical_path.top_delay_family = buffers and inverters
INFO  metric cell_count_after_placement = 73
INFO  metric cp.arrival = 3.10 ns
INFO  metric synth.lib_cells_used.distinct = 4
INFO  metric gr-usage-all-layers = 0.01344
INFO  metric fin_crit_sh = 0.9211
INFO  metric yosysWarningCount = 0
-- per-stage QoR --
stage / total power, mW / hold WS [ns] / util / worst slack [ns]
global route: 0.03284 / 2.794 / 0.08718 / 0.1869
floorplan: 0.01395 / 1.893 / - / 1.219
detailed placement: 0.02919 / 2.751 / 0.08718 / 0.2887
global placement: 0.02943 / 2.753 / 0.08718 / 0.2854
CTS: 0.02946 / 2.757 / 0.08718 / 0.2874
finish: 0.02801 / 2.743 / 0.08718 / 0.3392
-- cell usage in the layout, fill, tap and decap left out, drive strengths merged --
cell type	Yosys	final
ha	1	1
clkdlybuf4s50	0	13
fa	3	3
inv	10	10
-- final cells by class --
class | instances | area share
repair buffers | 13 | 0.4370
multi-input cells | 4 | 0.2437
well taps | 46 | 0.1933
inverters | 10 | 0.1261
-- worst paths after layout --
| check | startpoint | endpoint | slack [ns] | cells past startpoint |
|---|---|---|---|---|
| max | a[0] | sum[3] | 0.34 | 10 |
| min | b[0] | sum[0] | 2.74 | 3 |
-- layer usage --
layer / vias to the layer above / share of wire / wire [microns] / GRT usage
li1: 59 / - / - / -
met1: 45 / 0.37 / 144 / 0.01663
met2: 8 / 0.41 / 161 / 0.02167
met3: 0 / 0.22 / 85 / 0.006818
met4: 0 / 0 / 0 / 0
met5: - / 0 / 0 / 0
-- kinds of logic (layout without fill, tap and decap cells) --
group	after synthesis	count (layout)	share of synthesized area
buf+inv	14	23	0.4822
fa+ha+maj	4	4	0.5179
-- report_power, final --
group | leakage, nW | internal (mW) | switching (mW)
clock | 0 | 0 | 0
sequential | 0 | 0 | 0
combinational | 0.132 | 0.0206 | 0.00736
Power and IR drop assume default switching activity.
